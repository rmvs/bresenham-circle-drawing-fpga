## ./design.v

```verilog
`timescale 1ns / 1ps
module driver2(
      input wire clk_i,
      input wire rst_i,
      input wire pixel,
      output wire hsync,
      output wire vsync,
      output wire[10:0] x,
      output wire[10:0] y
    );
    reg [10:0] hcounter;
    reg [10:0] vcounter;
    assign hsync = (hcounter > 800 + 40 & hcounter < 800 + 40 + 128);
    assign vsync = ((vcounter > 600 + 1) & vcounter < 600 + 1 + 4);
    assign x = hcounter <= 800 ? hcounter : 800;
    assign y = vcounter <= 600 ? vcounter : 600;
    initial
    begin
        hcounter = 0;
        vcounter = 0;        
    end
    always @(posedge pixel)
    begin
            if(hcounter ==  1056)
            begin
                hcounter = 0;
                vcounter = vcounter + 1;
            end
            else
            begin
                hcounter = hcounter + 1;
            end
            if (vcounter ==  628)
            begin
                vcounter = 0;
            end
    end
endmodule
```

## ./run.sh

```bash
#!/bin/bash
# OpenROAD 26Q1-2900-gdf79404cd8, Yosys 0.63+post, stock flow scripts
make -C /OpenROAD-flow-scripts/flow DESIGN_CONFIG=/design/flow/config.mk WORK_HOME=/design/flow/orfs finish
```

## ./config.mk

```make
export PLATFORM = sky130hd
export DESIGN_NAME = driver2
export DESIGN_NICKNAME = driver2
export VERILOG_FILES = /design/flow/design.v
export SDC_FILE = /design/flow/constraint.sdc
export NUM_CORES = 4
export LEC_CHECK = 1
export CORE_AREA = 10 10 101 101
export DIE_AREA = 0 0 111 111
```

## ./constraint.sdc

```tcl
current_design driver2

set clk_period 3.4
set clk_io_pct 0.2

create_clock -name clk0 -period $clk_period [get_ports {pixel}]

set non_clock_inputs [all_inputs -no_clocks]
set_input_delay [expr $clk_period * $clk_io_pct] -clock clk0 $non_clock_inputs
set_output_delay [expr $clk_period * $clk_io_pct] -clock clk0 [all_outputs]
```

==> impl_metrics.env <==
# implementation run metrics
export IMPL_min_path_type="flip-flop to flip-flop"
export IMPL_cts_buffers=3
export IMPL_p_switching_uw=76.8
export IMPL_grt_setup_unrepaired="false"
export IMPL_finalHoldViolCount=0
export IMPL_io_pin_count=27
export IMPL_drive_gt1_share_pct=7.69
export IMPL_ff_type="dfxtp_1"
export IMPL_fp_util_pct=17.2
export IMPL_synth_cell_types=39
export IMPL_cts_setup_buffers=0
export IMPL_cts_buffer_depth=2
export IMPL_max_freq_mhz=326
export IMPL_p_int_uw=336
export IMPL_grt_overflow_total=0
export IMPL_wl_per_cell_um=10.2
export IMPL_maxSlewViolCount=0
export IMPL_tns_ps=0
export IMPL_clock_sinks=22
export IMPL_tritoncts="built"
export IMPL_max_stage_delay_ps=460
export IMPL_insertion_delay_ps=250
export IMPL_dp_slack_ps=574
export IMPL_core_area_mm2=0.00813
export IMPL_pwr_share_seq_pct=62.3
export IMPL_syn_to_final_growth_pct=24.6
export IMPL_period_used_pct=90.2
export IMPL_worstSetupPathType="flip-flop to output port"
export IMPL_drc=0
export IMPL_synthTopCellsByArea="dfxtp_1 (31%), xnor2_1 (7.5%), and2_1 (5.8%), ha_1 (4.5%), xor2_1 (3.7%)"
export IMPL_post_cts_resized=0
export IMPL_power_total_uw=413
export IMPL_die_x_um=111
export IMPL_leakage_uw=0.000598
export IMPL_startpoint_type="flip-flop"
export IMPL_viasPerCell=3.93
export IMPL_via_count=1127
export IMPL_edf_count=0
export IMPL_ys_warn_count=1
export IMPL_drtIter0Drc=58
export IMPL_async_flop_share_pct=0
export IMPL_htreeDepth=1
export IMPL_lay_top_cells="dfxtp_1 (22), clkdlybuf4s50_1 (22), and2_1 (13)"
export IMPL_yosysTopAreaCell="dfxtp_1"
export IMPL_clkPwrFrac_pct=37.7
export IMPL_io_buffer_count=22
export IMPL_warnings=30
export IMPL_crit_chain="nor4b_4, o2bb2ai_1, nand2_1, a31oi_1, and2_1, clkdlybuf4s50_1"
export IMPL_cp_end_kind="output port"
export IMPL_cts_root_buf="clkbuf_8"
export IMPL_path_clk_slew_ps=70
export IMPL_grt_pass1_wl_mm=5.24
export IMPL_ant_nets=0
export IMPL_post_route_min_period_ps=3070
export IMPL_netlist_instances=165
export IMPL_cp_slowest_cell="dfxtp_1"
export IMPL_switching_share_pct=18.6
export IMPL_irDropWorstVdd_uv=104
export IMPL_pwr_share_comb_pct=0
export IMPL_first_pass_iters=4
export IMPL_ys_ff=22
export IMPL_grt_max_degree=12
export IMPL_die_area_mm2=0.0123
export IMPL_setup_viol=0
export IMPL_syn_cell_area_mm2=0.00140
export IMPL_fp_dieH_um=111
export IMPL_gp_congestion=0.785
export IMPL_antenna_cells=0
export IMPL_hold_slack_ps=510
export IMPL_crit_arrival_ps=2390
export IMPL_ctsHoldBuffers=0
export IMPL_worst_slack_ps=332
export IMPL_drt_total_wl_mm=2.94
export IMPL_cp_max_fo=8
export IMPL_yosysTopAreaCellShare_pct=31.4
export IMPL_pwr_density_cell_mw_per_mm2=236
export IMPL_rows=33
export IMPL_antenna_found_initial=0
export IMPL_yosys_cells=165
export IMPL_yosys_area_mm2=0.00140
export IMPL_status="completed"
export IMPL_synth_seq_share_pct=31.4
export IMPL_cp_required_ps=2720
export IMPL_grt_pass1_vias=1120
export IMPL_grt_use_total_pct=4.71
export IMPL_dp_hpwl_mm=2.34
export IMPL_fin_skew_ps=2.12
export IMPL_drv_cap=0
export IMPL_synth_avg_cell_area_um2=8.50
## flip-flops by register name, indices dropped and copies added, names as in the netlist
register / flops
hcounter: 11
vcounter: 11
## cell families after synthesis
group                      share of synthesized area [%]
muxes                                               1.07
AOI/OAI and AO/OA                                   7.76
xor gates and xnor gates                            11.2
adders and majority gates                           4.46
buffers and inverters                               5.80
and+or+nand+nor                                     38.0
other                                              0.267
DFF                                                 31.4
## critical path, delay by kind of cell, from the launching register on
kind                   cells  cell delay, ps
AND/OR/NAND/NOR            3             660
AND-OR/OR-AND              2             540
flip-flops                 1             460
buffers and inverters      1             460
## per-layer routing
layer  track usage [%]  share of wire [%]
met1              6.00                 45
met2              8.37                 51
met3             0.493                1.8
met4             0.868                1.9
met5                 0                  0
## synthesized netlist by cell type, types with 3 or more instances
library cell,instances
dfxtp_1,22
and2_1,13
xnor2_1,12
nor2_1,11
nand2_1,10
nand3_1,10
a21oi_1,8
nand2b_1,7
nand4_1,7
inv_1,6
xor2_1,6
and3_1,5
ha_1,5
clkbuf_1,4
nor3_1,4
or2_2,4
a31oi_1,3
buf_4,3
o21ai_0,3
## power by group through the flow
| stage | Clock [uW] | Sequential (uW) | Combinational, uW |
|---|---|---|---|
| 4_1_cts | 164 | 257 | 0.186 |
| 5_1_grt | 172 | 257 | 0.341 |
| 6_report | 156 | 257 | 0.112 |
## path summary, 6_finish.rpt
check             depth (start not counted)               startpoint  slack [ps]                       to
hold / removal                            1  vcounter[10]$_SDFF_PN0_         510  vcounter[10]$_SDFF_PN0_
setup reg to reg                          5   hcounter[5]$_SDFF_PN0_        1310   vcounter[9]$_SDFF_PN0_
setup / recovery                          6   hcounter[5]$_SDFF_PN0_         330                     x[2]
hold reg to reg                           1  vcounter[10]$_SDFF_PN0_         510  vcounter[10]$_SDFF_PN0_
## area by class of cell
| class | count | area (um^2) |
|---|---|---|
| clock buffer | 3 | 41.3 |
| multi-input combinational | 128 | 885 |
| tap | 105 | 131 |
| timing repair buffer | 23 | 228 |
| fill | 879 | 6390 |
| sequential | 22 | 440 |
| inverter | 6 | 22.5 |
## through the flow
step	utilization (%)	area, um^2	std cells
detailed placement	21.0	1710	284
floorplan	-	1410	166
global route	21.5	1750	287
CTS	21.5	1750	287
finish	21.5	1750	287
global placement	21.0	1710	284
Power is estimated from default activity; no workload was simulated.
